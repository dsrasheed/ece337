--- ./run.sh ---
#!/bin/bash
# OpenROAD 26Q1-2900-gdf79404cd8, Yosys 0.63+post, stock flow scripts
make -C /OpenROAD-flow-scripts/flow DESIGN_CONFIG=/design/flow/config.mk WORK_HOME=/design/flow/orfs finish
--- ./config.mk ---
export PLATFORM = sky130hd
export DESIGN_NAME = apb_slave
export DESIGN_NICKNAME = apb_slave
export VERILOG_FILES = /design/flow/design.v
export SDC_FILE = /design/flow/constraint.sdc
export NUM_CORES = 4
export LEC_CHECK = 1
export CORE_UTILIZATION = 40
--- ./constraint.sdc ---
current_design apb_slave

set clk_period 3.1
set clk_io_pct 0.2

create_clock -name clk0 -period $clk_period [get_ports {clk}]

set non_clock_inputs [all_inputs -no_clocks]
set_input_delay [expr $clk_period * $clk_io_pct] -clock clk0 $non_clock_inputs
set_output_delay [expr $clk_period * $clk_io_pct] -clock clk0 [all_outputs]
--- ./design.v ---
module apb_slave (
	input 	           clk, n_rst, data_ready, 
	input 	           overrun_error, framing_error, psel, penable, pwrite,
	input       [2:0]  paddr,
	input       [7:0]  rx_data, pwdata,
	output reg         data_read,
	output reg	   	   pslverr,
	output reg  [7:0]  prdata,
	output wire [3:0]  data_size,
	output wire [13:0] bit_period
);
reg [7:0] data_status, nxt_data_status;
reg [7:0] error_status, nxt_error_status;
reg [7:0] data, nxt_data;
reg [7:0] bit_period_msb, nxt_bit_period_msb;
reg [7:0] bit_period_lsb, nxt_bit_period_lsb;
reg [7:0] data_size_reg, nxt_data_size;
reg [7:0] nxt_prdata;
reg nxt_data_read;
reg nxt_pslverr;
always_comb begin
	nxt_data_status  = {7'b0, data_ready};
	nxt_error_status = {6'b0, overrun_error, framing_error};
	nxt_data         = rx_data;
	if (data_size == 3'd5)
		nxt_data = rx_data >> 3;
	else if (data_size == 3'd7)
		nxt_data = rx_data >> 1;
	nxt_bit_period_msb = bit_period_msb;
	nxt_bit_period_lsb = bit_period_lsb;
	nxt_data_size      = data_size_reg;
	nxt_prdata = 8'b0;
	nxt_data_read = 1'b0;
	pslverr = 1'b0;
	if (psel && pwrite) begin
		case (paddr)
			3'd2: nxt_bit_period_lsb = pwdata;
			3'd3: nxt_bit_period_msb = pwdata;
			3'd4: nxt_data_size      = pwdata;
			default: if (penable) pslverr = 1'b1;
		endcase
	end
	else if (psel && !pwrite) begin
		case (paddr)
			3'd0: nxt_prdata = data_status;
			3'd1: nxt_prdata = error_status;
			3'd2: nxt_prdata = bit_period_lsb;
			3'd3: nxt_prdata = bit_period_msb;
			3'd4: nxt_prdata = data_size_reg;
			3'd6: begin
				nxt_prdata = data;
				nxt_data_read = 1'b1;
				nxt_data_status = 8'b0;
			end
			default: if (penable) pslverr = 1'b1;
		endcase
	end
end
always_ff @ (posedge clk, negedge n_rst) begin
	if (n_rst == 1'b0) begin
		data_status <= '0;
		error_status <= '0;
		data <= '0;
		bit_period_msb <= '0;
		bit_period_lsb <= '0;
		data_size_reg  <= '0;
		prdata <= '0;
		data_read <= '0;
	end
	else begin
		data_status <= nxt_data_status;
		error_status <= nxt_error_status;
		data <= nxt_data;
		bit_period_msb <= nxt_bit_period_msb;
		bit_period_lsb <= nxt_bit_period_lsb;
		data_size_reg <= nxt_data_size;
		prdata <= nxt_prdata;
		data_read <= nxt_data_read;
	end
end
assign bit_period = {bit_period_msb[5:0], bit_period_lsb};
assign data_size  = data_size_reg[3:0];
endmodule
==> reports/summary.txt <==
run status - complete, no violations
tool warnings - 25
clock tree buffer depth - 2
number of global-route vias before repair - 1376
PortBufs - 54
Post-CTS Setup Bufs - 0
Post-synth seq share - 53.2%
ANT nets after route - 0
Cell Area, Placed - 2600 sq um
Distinct cells, synth - 29
Final Setup Violations - 0
worst r2r dst - data[2]
synthesis warning total - 1
GR Overflow Total - 0
HPWL after DPL - 3.05 mm
CP top delay family - buffers and inverters
dpl cells - 269
pin count of the biggest net entering global routing - 30
H-tree depth - 2
DIE AREA - 5470 sq um
dpl ws - 0.398 ns
critical path capture point type - primary output
DRC Markers - 0
wirelength, routed - 4.27 mm
post-route setup slack - 0.399 ns
Max Cap Viol - 0
cells along the critical path - clkdlybuf4s50_1 > a21oi_1 > mux2i_1 > and3_1 > clkdlybuf4s50_1
Post-Syn Area - 2070 sq um
Fillers - 404
first-pass GRT wire length - 6.76 mm
WP depth - 5
CP max-delay cell - clkdlybuf4s50_1
initial antenna violation count - 0
I/O pin count - 55
TNS Setup - 0 ns
CP Class - in2out
Startpoint Class - primary input
Worst Path Max Fanout - 9
Horiz. Die Dim - 73.9 um
r2r setup slk - 1.73 ns
Arr. time, crit path - 2.08 ns
routability cong. - 0.794
Crit. Startpoint - paddr[0]
Area Growth Syn to Fin - 31.1%
First DRT Iteration DRCs - 50
vias after detailed routing - 1360
hold buffers post-CTS - 0
P_leak - 0.00123 uW
vias per cell - 4.91
TritonCTS buffer count - 5
power density cells - 556 nW/um^2
first-pass detailed-route iteration total - 4
most frequent logic cell in the layout - clkdlybuf4s50_1
Worst Path Buf+Inv - 2
path type of the worst min-delay path - in2async
crit path time final - 2.70 ns
# rows - 25
r2r worst-path depth - 2
Critical Path End - pslverr
Yosys Instances - 160
reg2reg start - data_size_reg[3]
worst clock skew - 0.00607 ns
Core Util at FP - 42.7%
layout cells sized above 1 - 20.5%
Slew HR - 58.5%
Core ar. - 4850 sq um
FMAX - 370 MHz
most frequent CP cell - clkdlybuf4s50_1
clk latency of the worst-skew pair - 0.29 ns
Post-CTS Resized - 0
CTS Sinks - 44
VDD IR max - 0.000363 V
Final Instance Count excl. Fillers - 277
Final Instance Area - 2710 sq um
# diodes - 0
RSZ-0062 raised after global routing - false
Die H - 73.9 um
ys flops - 44
Worst EP required - 2.48 ns
Pwr Total - 1510 uW
GRT Total Usage - 17.3%
Worst Tran Pin Value - 0.623 ns
CTS root buf - clkbuf_8
yosys stat area - 2070 sq um
routed len/inst - 15.4 um
highest cell delay on the worst timing path - 0.66 ns
synthesized instance count - 160
Avg Synthesized Cell Area - 12.9 sq um
Tcrit/Tclk final - 87.1%
Hold Fails Final Rpt - 0
count of pins over their slew limit - 0
Worst-path clk slew - 0.08 ns
CTS tree - yes
dominant logic cell types in the final layout - 53 x clkdlybuf4s50_1, 44 x dfrtp_1, 21 x mux2i_1
-- worst min-delay path by stage --
| stage | slack (ns) | start | cells after the start | endpoint |
|---|---|---|---|---|
| final | 0.23 | n_rst | 1 | data_status |
| after global routing | 0.24 | n_rst | 1 | data_size_reg[6] |
| after CTS | 0.23 | n_rst | 1 | prdata[1] |
-- routing by layer --
layer	part of all wire (%)	GRT usage, %
met4	1.4	2.14
met5	0	0
met1	45	25.4
met2	49	28.7
met3	4.2	3.30
-- synthesized netlist by cell type --
master    instances  area (sq um)
dfrtp_1          44          1100
mux2i_1          21           210
mux2_2           16           180
buf_4            11          82.6
nand2_1          10          37.5
mux2_4            8           120
and2_1            7          43.8
o21ai_0           7          35.0
o22ai_1           6          37.5
buf_2             3          15.0
buf_6             3          33.8
a211oi_1          2          15.0
a21oi_1           2          10.0
clkbuf_1          2          7.51
nand2b_1          2          12.5
nor2b_1           2          12.5
o21a_1            2          15.0
and3_1            1          6.26
inv_1             1          3.75
mux4_2            1          22.5
nand2b_4          1          13.8
nand3_1           1          5.00
nand3b_1          1          7.51
nor2_1            1          3.75
nor3_1            1          5.00
nor3_2            1          10.0
nor3b_1           1          7.51
or3_1             1          6.26
or3b_1            1          8.76
-- power by group --
part	leakage, uW	switching [uW]	internal [uW]
sequential	0.000548	70.2	668
combinational	0.000625	97.8	247
clock	0.0000541	189	238
total	0.00123	357	1150
-- cells by family (layout without fill, tap and decap cells) --
| kind of cell | Yosys count | count (layout) | share of synthesized area, % |
|---|---|---|---|
| and+or+nand+nor | 31 | 31 | 8.71 |
| buffers and inverters | 20 | 70 | 6.89 |
| muxes | 46 | 46 | 25.8 |
| DFF | 44 | 44 | 53.2 |
| AOI/OAI and AO/OA | 19 | 19 | 5.44 |
-- area by class of cell --
cell class	count	area (sq um)	area share [%]
clock inverters	3	42.5	1.57
well taps	67	83.8	3.09
flip-flops and latches	44	1100	40.6
clock buffers	5	68.8	2.54
multi-input cells	96	826	30.4
repair buffers	61	588	21.7
inverters	1	3.75	0.138
-- per-stage QoR --
step                      hold slack [ns]  util (%)
after global routing                0.239      56.0
after CTS                           0.232      56.0
after global placement              0.487      53.7
final                               0.226      56.0
after detailed placement            0.501      53.7
after floorplan                     0.324         -
No activity file was given, so power comes from the tool's default toggle rates.
