## ./run.sh

```bash
#!/bin/bash
# OpenROAD 26Q1-2900-gdf79404cd8, Yosys 0.63+post, stock flow scripts
make -C /OpenROAD-flow-scripts/flow DESIGN_CONFIG=/design/flow/config.mk WORK_HOME=/design/flow/orfs finish
```

## ./config.mk

```make
export PLATFORM = sky130hd
export DESIGN_NAME = ahb_lite_slave
export DESIGN_NICKNAME = ahb_lite_slave
export VERILOG_FILES = /design/flow/design.v
export SDC_FILE = /design/flow/constraint.sdc
export NUM_CORES = 4
export LEC_CHECK = 1
export CORE_UTILIZATION = 30
```

## ./constraint.sdc

```tcl
current_design ahb_lite_slave

set clk_period 4.3
set clk_io_pct 0.2

create_clock -name clk0 -period $clk_period [get_ports {clk}]

set non_clock_inputs [all_inputs -no_clocks]
set_input_delay [expr $clk_period * $clk_io_pct] -clock clk0 $non_clock_inputs
set_output_delay [expr $clk_period * $clk_io_pct] -clock clk0 [all_outputs]
```

## ./design.v

```verilog
module ahb_lite_slave (
    input  wire         clk, n_rst,
    output reg          data_ready,
    output wire  [15:0] sample_data,
    output wire         new_coefficient_set,
    output wire  [15:0] fir_coefficient,
    input  wire  [1:0]  coefficient_num,
    input  wire         modwait,
    input  wire  [15:0] fir_out,
    input  wire         err,
    input  wire         hsel,
    input  wire  [3:0]  haddr,
    input  wire         hsize,
    input  wire  [1:0]  htrans,
    input  wire         hwrite,
    input  wire  [15:0] hwdata,
    output logic [15:0] hrdata,
    output logic        hresp
);
localparam NON_SEQ = 2'd2;
localparam IDLE    = 2'd0;
reg [15:0] new_sample;
reg [15:0] F0;
reg [15:0] F1;
reg [15:0] F2;
reg [15:0] F3;
reg [7:0]  new_coeff_confirm;
logic [5:0] wsel_even;
logic [4:0] wsel_odd;
reg [5:0] delay_wsel_even;
reg [4:0] delay_wsel_odd;
logic [2:0] rsel_even;
logic [2:0] rsel_odd;
reg [2:0] delay_rsel_odd;
reg [2:0] delay_rsel_even;
reg [1:0] delay_htrans;
reg [2:0] delay_haddr;
reg delay_hsize;
logic [3:0] shifted_haddr;
always_comb begin
    wsel_even = '0;
    wsel_odd  = '0;
    rsel_even = '0;
    rsel_odd  = '0;
    hresp = 0;
    shifted_haddr = '0;
    if (hsel && hwrite && htrans == NON_SEQ) begin
        if ((hsize == 0 && haddr == 4'hf) || haddr == 4'h0 || haddr == 4'h1 || haddr == 4'h2 || haddr == 4'h3)
            hresp = 1;
        else begin
            shifted_haddr = haddr - 4'h4;
            if (hsize == 1) begin
                wsel_even[shifted_haddr[3:1]] = 1'b1;
                if (haddr != 4'hf) begin
                    wsel_odd[shifted_haddr[3:1]] = 1'b1;
                end
            end
            else if (hsize == 0 && haddr[0] == 0) 
                wsel_even[shifted_haddr[3:1]] = 1'b1;
            else if (hsize == 0 && haddr[0] == 1)
                wsel_odd[shifted_haddr[3:1]]  = 1'b1;
        end
    end
    else if (hsel && !hwrite && htrans == NON_SEQ) begin
        if (hsize == 0 && haddr == 4'hf)
            hresp = 1;
        else begin
            rsel_even = haddr[3:1];
            rsel_odd  = haddr[3:1];
        end
    end
end
always_ff @ (posedge clk, negedge n_rst) begin
    if (n_rst == 0) begin
        delay_wsel_even <= '0;
        delay_wsel_odd  <= '0;
        delay_rsel_odd  <= '0;
        delay_rsel_even <= '0;
        delay_htrans <= '0;
        delay_hsize <= '0;
        delay_haddr <= '0;
    end
    else begin
        delay_wsel_even <= wsel_even;
        delay_wsel_odd  <= wsel_odd;
        delay_rsel_odd <= rsel_odd;
        delay_rsel_even <= rsel_even;
        delay_htrans <= htrans;
        delay_hsize <= hsize;
        delay_haddr <= haddr;
    end
end
logic [15:0] nxt_new_sample, nxt_F0, nxt_F1, nxt_F2, nxt_F3;
always_comb begin
    nxt_new_sample[7:0]  = delay_wsel_even[0] == 1 ? hwdata[7:0] : new_sample[7:0];   
    nxt_new_sample[15:8] = delay_wsel_odd[0] == 1 ? hwdata[15:8] : new_sample[15:8];  
    nxt_F0[7:0]  = delay_wsel_even[1] == 1 ? hwdata[7:0] : F0[7:0];   
    nxt_F0[15:8] = delay_wsel_odd[1] == 1 ? hwdata[15:8] : F0[15:8];  
    nxt_F1[7:0]  = delay_wsel_even[2] == 1 ? hwdata[7:0] : F1[7:0];   
    nxt_F1[15:8] = delay_wsel_odd[2] == 1 ? hwdata[15:8] : F1[15:8];  
    nxt_F2[7:0]  = delay_wsel_even[3] == 1 ? hwdata[7:0] : F2[7:0];   
    nxt_F2[15:8] = delay_wsel_odd[3] == 1 ? hwdata[15:8] : F2[15:8];  
    nxt_F3[7:0]  = delay_wsel_even[4] == 1 ? hwdata[7:0] : F3[7:0];   
    nxt_F3[15:8] = delay_wsel_odd[4] == 1 ? hwdata[15:8] : F3[15:8];  
end
always_ff @ (posedge clk, negedge n_rst) begin
    if (n_rst == 0) begin
        new_sample <= '0;
        F0 <= '0;
        F1 <= '0;
        F2 <= '0;
        F3 <= '0;
    end
    else begin
        new_sample <= nxt_new_sample;
        F0 <= nxt_F0;
        F1 <= nxt_F1;
        F2 <= nxt_F2;
        F3 <= nxt_F3;
    end
end
logic [7:0] nxt_new_coeff_confirm;
always_comb begin
    nxt_new_coeff_confirm = new_coeff_confirm;
    if (delay_wsel_even[3'h5] == 1)
        nxt_new_coeff_confirm = hwdata[7:0];
    else if (coefficient_num == 2'd3 && modwait == 1)
        nxt_new_coeff_confirm = '0;
end
always_ff @ (posedge clk, negedge n_rst) begin
    if (n_rst == 0)
        new_coeff_confirm <= '0;
    else
        new_coeff_confirm <= nxt_new_coeff_confirm;
end
assign sample_data = new_sample;
assign fir_coefficient = coefficient_num == 2'd0 ? F0 :
                         coefficient_num == 2'd1 ? F1 :
                         coefficient_num == 2'd2 ? F2 : F3;
assign new_coefficient_set = new_coeff_confirm[0];
logic nxt_data_ready;
always_comb begin
    nxt_data_ready = data_ready;
    if (delay_wsel_even[0] == 1'b1 || delay_wsel_odd[0] == 1'b1)
        nxt_data_ready = 1;
    else if (modwait == 1)
        nxt_data_ready = 0;
end
always_ff @ (posedge clk, negedge n_rst) begin
    if (n_rst == 0)
        data_ready <= 0;
    else
        data_ready <= nxt_data_ready;
end
wire [7:0] upper, lower;
assign lower = delay_rsel_even == 3'd0 ? {7'b0, modwait | new_coefficient_set} :
               delay_rsel_even == 3'd1 ? fir_out[7:0] :
               delay_rsel_even == 3'd2 ? sample_data[7:0] :
               delay_rsel_even == 3'd3 ? F0[7:0] :
               delay_rsel_even == 3'd4 ? F1[7:0] :
               delay_rsel_even == 3'd5 ? F2[7:0] :
               delay_rsel_even == 3'd6 ? F3[7:0] : new_coeff_confirm;
assign upper = delay_rsel_odd  == 3'd0 ? {7'b0, err} :
               delay_rsel_odd  == 3'd1 ? fir_out[15:8] :
               delay_rsel_odd  == 3'd2 ? sample_data[15:8] :
               delay_rsel_odd  == 3'd3 ? F0[15:8] :
               delay_rsel_odd  == 3'd4 ? F1[15:8] :
               delay_rsel_odd  == 3'd5 ? F2[15:8] :
               delay_rsel_odd  == 3'd6 ? F3[15:8] : 8'd0;
always_comb begin
    hrdata = '0;
    if (delay_htrans == NON_SEQ) begin
        if (delay_hsize == 1)
            hrdata = {upper, lower};
        else if (delay_hsize == 0 && delay_haddr[0] == 0)  
            hrdata = {8'b0, lower};
        else if (delay_hsize == 0 && delay_haddr[0] == 1)  
            hrdata = {8'b0, upper};
    end
end
endmodule
```

==> results.txt <==
Implementation run completed; key figures follow.

Floorplanning:
- For this configuration, the core starts out at a cell density of 0.306.
- From bottom edge to top edge, the die measures 137 µm.
- The run puts the x dimension of the die at 137 µm.
- In this run the standard cell core region covers roughly 18000 µm².
- The run puts the die outline area at 18900 µm².
- The run gives the number of placement rows as ~49.
- 98 I/O pins were placed.

Critical path:
- The required time at the worst endpoint is listed as 3.44 ns.
- The report puts the cell count of the worst reg-to-reg path at 1.
- The run puts the maximum fanout count along the critical path at 15.
- The run gives the kind of end point of the critical path as an output port.
- The run gives the type of element launching the critical path as a flop.
- The startpoint identified for the worst register-to-register timing path is delay_wsel_odd[0].
- For reference, the most critical setup path is categorized as reg -> out.
- The worst-case reg-to-reg setup slack stands at 3.07 ns.
- The run gives the capturing point of the worst reg2reg path as new_sample[10].
- The data arrival time reported for the critical path is 2.87 ns.

Pwr:
- The run gives the part of the total power dissipated in the clock network as 0.349.
- The run gives the combinational share of power as 0.139.
- Summed over all cells, the static leakage comes to between 2 and 3 nW.
- The run puts the power density over the cells at 322 nW/µm².
- The run puts the final total power at 2.24 mW.
- The run puts the internal power at 1.73 mW.
- The share of total power dissipated in sequential elements is 0.512.
- The run puts the net switching power at 0.518 mW.
- The run puts the worst IR drop on VDD at 0.000152 V.
- The run puts the switching share of total power at 0.231.

Global routing:
- The run puts the overall routing resource usage at 0.163.
- The run puts the largest net degree at the start of global routing at 56.
- The run gives the wire length of the first global-routing pass as around 22000 µm.
- The run gives the remaining global-route overflow as 0.
- The run gives the via count of the first global-routing pass as 3865.
- The number of antenna violations at the first check in global routing is 0.

Logic synthesis:
- The run puts the number of synthesized register bits at 107.
- The run puts the proportion of netlist area held by the largest area contributor at 0.487.
- The run gives the number of flops mapped to enable cells by yosys as 0.
- The run gives the yosys cell count as around 420.
- dfrtp_1 takes more of the synthesized area than any other cell.
- By area the synthesized netlist is led by dfrtp_1 49%, mux2_2 18%, mux4_2 9.4%.
- The share of the Yosys chip area taken by registers is 0.487.
- In the synthesized netlist the async set-or-reset flop fraction comes to 1.00.
- Looking at the cell usage after synthesis, the top flip-flop cell is dfrtp_1.
- The run puts the count of synthesis-stage warnings from yosys at 1.
- Per the synthesis report, the number of distinct cell types is 43.
- The run gives the summed standard-cell area reported by yosys as between 5000 and 6000 µm².
- The run puts the area of the mapped netlist at 5500 µm².
- In this run the mean area of a mapped cell was 13.1 µm².
- Counting every instance in the synthesized netlist gives 419.

Detailed routing:
- The run puts the antenna diode count at 0.
- The run gives the ratio of routed vias to standard cells as 5.24.
- Wires add up to 14600 µm.
- The run gives the remaining number of nets flagged by the antenna check after routing as 0.
- The run puts the routed wirelength normalized by instance count at 19.7 µm.
- The run gives the post-detailed-route DRC marker count as 0.
- The run gives the total iterations of the first detailed-routing run as 6.
- Detailed routing inserted a total of 3877 vias.
- The run puts the count of routing violations after the opening detailed-route iteration at roughly 270.

Final timing:
- The final report lists the setup-violating endpoint count as 0.
- The run gives the final number of hold-violating endpoints as 0.
- The run gives the number of pins with negative max-slew slack in the final report as 0.
- After routing, the total negative slack on setup checks comes to 0 ns.
- Subtracting the final worst setup slack from the clock period gives around 3.7 ns.
- The run puts the setup slack after layout at about 0.57 ns.
- The run gives the worst hold slack as between 0.3 and 0.4 ns.
- The run gives the normalized max-slew margin as 0.548.
- The run puts the transition at the pin with the smallest max-transition slack at 0.678 ns.
- The run puts the final critical-path share of the clock period at 0.867.
- After layout, the setup clock skew is reported as around 0.0066 ns.
- The run puts the maximum clock rate at approximately 270 MHz.
- Setup repair after global routing left no endpoint under its margin.

Hold path:
- Note that the worst hold path type here is in -> async.

Clock network:
- The run gives the number of buffers created by CTS as 9.
- TritonCTS built the clock tree.
- The run gives the number of H-tree levels as 3.
- The run puts the TritonCTS sink count at 107.
- The run gives the maximum buffer depth of the clock tree as 2.
- The run puts the number of setup buffers added after CTS at 0.
- The run gives the hold buffer count at cts as 0.
- The run gives the later-pin clock latency in the skew report as roughly 0.34 ns.
- The run gives the clock input transition at the sequential cells of the worst setup and hold paths as 0.06 ns.
- The run puts the number of gates resized after CTS at 0.
- The root buffer cell chosen for the clock tree is clkbuf_16.

Place:
- Per the placement log, port buffering inserted 97 buffers.
- The run gives the detailed placement HPWL as approximately 11000 µm.
- The run puts the number of placed cells counting well taps at 725.
- The run gives the weighted congestion reported at the end of routability-driven placement as 0.870.
- Detailed placement reports a standard cell area of 6690 µm².
- Setup slack on the worst path after placement came out at slightly below 0.8 ns.

Finish:
- Ranking logic cells in the layout by count gives the top entries 106 x dfrtp_1, 96 x clkdlybuf4s50_1, 86 x mux2_2.
- The run gives the most common cell after layout, fill and taps aside as dfrtp_1.
- The run puts the relative area change from synthesis to final layout at 26.8%.
- The run gives the share of cells above drive strength 1 as 0.284.
- The run puts the fill cell total of the finished layout at 1683.
- At the end of the flow the core is filled with cells to 0.388.
- The run puts the final instance area at roughly 7000 µm².
- The run gives the count of placed standard cells in the final layout, fillers left out as 740.

Job:
- The run puts the max capacitance violation total at 0.
- The run gives the total number of warnings across the stage logs as 30.

Status:
- The flow ran to the end, and the final reports show no timing, DRC or antenna violations.
[layout make-up]
cell class	instances	area, µm²	area share
Sequential cell	107	2680	0.384
Clock inverter	5	53.8	0.00772
Inverter	9	33.8	0.00484
Timing Repair Buffer	108	1050	0.151
Clock buffer	10	229	0.0328
Tap cell	229	287	0.0411
Multi-Input combinational cell	272	2640	0.379
[routing by layer]
| layer | wire, µm | GRT usage | vias to the layer above |
|---|---|---|---|
| met3 | 846 | 0.0270 | 12 |
| li1 | - | - | 1755 |
| met2 | 6830 | 0.250 | 133 |
| met5 | 0 | 0 | - |
| met4 | 274 | 0.0281 | 0 |
| met1 | 6640 | 0.254 | 1977 |
[power by group through the flow]
stage / Clock [mW] / Combinational (mW) / Sequential [mW]
global route: 0.852 / 0.340 / 1.16
CTS: 0.808 / 0.316 / 1.15
finish: 0.784 / 0.311 / 1.15
[critical path: stages (launching register included)]
cell and delay [ns]:
dfrtp_1 0.72, or2_2 0.33, nor2_1 0.07, a211oi_1 0.21, a21oi_1 0.09, o32ai_1 0.54, clkdlybuf4s50_1 0.56
[cell families after synthesis]
kind of cell / Yosys count / synth area share
multiplexers: 126 / 0.301
flip-flops: 107 / 0.487
AND-OR/OR-AND: 72 / 0.0965
AND/OR/NAND/NOR: 66 / 0.0648
buffers and inverters: 40 / 0.0330
adder cells (fa/ha/maj): 7 / 0.0159
XOR/XNOR: 1 / 0.00159
[flip-flops by register name, indices dropped and copies added (netlist names)]
signal,cells
data_ready,1
F3,16
delay_htrans,2
F1,16
F2,16
delay_wsel_even,6
new_sample,16
delay_rsel_odd,3
delay_haddr,1
delay_wsel_odd,5
delay_hsize,1
F0,16
new_coeff_confirm,8
[Yosys cell counts, types with 2 or more instances]
| cell type | count |
|---|---|
| buf_6 | 3 |
| o32ai_1 | 8 |
| buf_1 | 3 |
| buf_2 | 4 |
| clkbuf_1 | 20 |
| mux2_2 | 86 |
| and2_1 | 6 |
| o21ai_0 | 5 |
| mux2i_1 | 17 |
| a211oi_1 | 8 |
| inv_1 | 9 |
| a32oi_1 | 2 |
| a22o_1 | 9 |
| a221o_1 | 7 |
| o211ai_1 | 7 |
| nor2b_1 | 5 |
| mux4_2 | 23 |
| nand2_1 | 17 |
| ha_1 | 7 |
| nor2_1 | 22 |
| a21oi_1 | 18 |
| and4b_1 | 2 |
| or2_2 | 2 |
| dfrtp_1 | 107 |
| and2_2 | 3 |
| nand2b_1 | 2 |
[how the worst max path moves through the flow]
stage	start	to	slack, ns	depth (start not counted)
finish	delay_rsel_odd[1]	hrdata[1]	0.57	6
global route	delay_rsel_odd[0]	hrdata[6]	0.39	7
CTS	delay_rsel_odd[1]	hrdata[1]	0.52	6
Power and IR drop assume default switching activity.
